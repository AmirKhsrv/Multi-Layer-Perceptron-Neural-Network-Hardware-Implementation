==> flow/design.v <==
module Mux_8to1 #(parameter N = 32) (s, J7, J6, J5, J4, J3, J2, J1, J0, W);
    input [2:0] s;
    input [N-1:0] J0, J1, J2, J3, J4, J5, J6, J7;
    output [N-1:0] W;
	assign W = (s == 3'b000) ? J0 :
               (s == 3'b001) ? J1 :
               (s == 3'b010) ? J2 :
               (s == 3'b011) ? J3 :
               (s == 3'b100) ? J4 :
               (s == 3'b101) ? J5 :
               (s == 3'b110) ? J6 :
               (s == 3'b111) ? J7 : J0;
endmodule 
==> flow/config.mk <==
export PLATFORM = sky130hd
export DESIGN_NAME = Mux_8to1
export DESIGN_NICKNAME = Mux_8to1
export VERILOG_FILES = /design/flow/design.v
export SDC_FILE = /design/flow/constraint.sdc
export NUM_CORES = 4
export LEC_CHECK = 1
export CORE_AREA = 10 10 131 131
export DIE_AREA = 0 0 141 141
==> flow/constraint.sdc <==
current_design Mux_8to1

set clk_period 6.3
set clk_io_pct 0.2

create_clock -name clk0 -period $clk_period

set non_clock_inputs [all_inputs -no_clocks]
set_input_delay [expr $clk_period * $clk_io_pct] -clock clk0 $non_clock_inputs
set_output_delay [expr $clk_period * $clk_io_pct] -clock clk0 [all_outputs]
==> flow/run.sh <==
#!/bin/bash
# OpenROAD 26Q1-2900-gdf79404cd8, Yosys 0.63+post, stock flow scripts
make -C /OpenROAD-flow-scripts/flow DESIGN_CONFIG=/design/flow/config.mk WORK_HOME=/design/flow/orfs finish
==> results.toml <==
# flow metrics
[pwr]
total_leakage_power_uw = 0.00213
power_density_nw_per_um2 = 68.1
pwr-share-comb_pct = 100.0
fin_total_pwr_uw = 399
switching_share_pct = 33.7
total_switching_power_uw = 135
ir_worst_vdd_mv = 0.0284
cell_internal_pwr_uw = 265
clk_network_pwr_share_pct = 0
seqPwrFrac_pct = 0

[detailed_routing]
detail-route-antenna-nets = 0
n_antenna_cell = 0
first_pass_iters = 4
drt-wirelength-per-cell_um = 18.4
drt_iter0_drc = 229
wl_um = 16300
drt_drc_violations_left = 0
viasPerCell = 4.84
route.vias.total = 4297

[global_route]
globalRouteTotalUtil_pct = 15.2
grt_overflow = 0
grt_pass1_wl_um = 24900
grt_antenna_before_repair = 0
first_global_vias = 4414
largest_net_degree_at_the_start_of_global_routing = 99

[logic_synthesis]
topCellsByArea = "a21oi_1 (18%), nand2b_1 (14%), nor2b_1 (9.7%)"
yosysChipArea_um2 = 2960
avgSynthCellArea_um2 = 6.49
top_cell_area_share_pct = 17.7
sequential_element_share_of_the_synthesized_area_pct = 0
synth.lib_cells_used.distinct = 23
synthesis.instances = 457
yosys.area.top_type = "a21oi_1"
ys.warnings.count = 0
syn-cell-area_um2 = 2960
ys_cells = 457

[setup_path]
worstPathRequired_ns = 5.04
endpoint_kind = "output pin"
data_arrival_at_the_endpoint_of_the_critical_path_ns = 3.63
crit_type = "in2out"
path_max_fanout = 98
critical_path.startpoint_type = "primary input"

[final_layout]
layout.filler_cells = 1479
post_route_cells_drive_above_1_share_pct = 5.97
final_common_cell = "clkdlybuf4s50_1"
num-clock-buffers = 0
area_growth_syn_to_layout_pct = 97.8
post_layout_instance_count_excluding_filler_cells = 887
storage_element_area_um2 = 0
mostFrequentLayoutCells = "clkdlybuf4s50_1 (288), a21oi_1 (105), nand2b_1 (65)"
design.seq.count = 0

[min_path]
hold_path_depth = 4
holdPathEnd = "W[30]"
worst_min_delay_path_category = "in2out"
timing.hold.worst.start = "s[1]"

[sta]
timing.final.crit_share_pct = 77.6
setup_viol_count_final = 0
final-hold-violation-count = 0
worstMarginPinSlew_ns = 0.771
rsz0062_at_grt = "no"
finalSetupTns_ns = 0
timing.final.max_slew_violations = 0
fmax_mhz = 205
relSlewSlack_pct = 48.6
final_period_minus_worst_setup_slack_ns = 4.89

[die]
dieArea_um2 = 19900
io_pins = 291
die_y_um = 141
std_cell_rows = 44
die_width_um = 141
initCoreUtil_pct = 20.5
coreArea_um2 = 14400

[flow_run]
openroad.warnings = 32
cap_viol_max_count = 0

[clock_network]
postCtsSetupBuffers = 0
cts-resized-gates = 0
hold_buffers = 0

[place]
dp.final_hpwl_um = 13200
place_congestion = 0.885
port-buffer-count = 291
dpl.cell_count = 887

[run_status]
run_status = "completed"
layer usage:
metal	share of wire (%)	GRT usage [%]	up-vias
met3	7.3	3.65	2
met5	0	0	-
li1	-	-	2155
met4	0.037	0	0
met2	49	26.2	174
met1	44	20.0	1966
worst max path at each step:
| stage | startpoint | end | slack [ns] | depth (start not counted) |
|---|---|---|---|---|
| final | s[0] | W[1] | 1.41 | 7 |
| after global routing | s[0] | W[11] | 1.27 | 7 |
| after CTS | s[0] | W[1] | 1.45 | 7 |
cell families after synthesis:
| group | after synthesis | synth area share [%] |
|---|---|---|
| AND-OR/OR-AND | 196 | 41.2 |
| AND/OR/NAND/NOR | 161 | 30.1 |
| multiplexers | 51 | 19.1 |
| buffers and inverters | 49 | 9.58 |
critical path, cell delays in order:
cell             delay, ns
buf_6                 0.56
buf_12                0.40
and2b_4               0.31
a221oi_2              0.09
a221oi_1              0.28
a21o_1                0.13
clkdlybuf4s50_1       0.47
per-stage QoR:
stage | worst slack [ns] | hold slack, ns | area, µm² | utilization (%)
finish | 1.41 | 3.43 | 5860 | 40.6
CTS | 1.45 | 3.44 | 5860 | 40.6
global route | 1.27 | 3.50 | 5860 | 40.6
global placement | 1.51 | 3.43 | 5860 | 40.6
floorplan | 2.95 | 2.58 | 2960 | -
detailed placement | 1.45 | 3.44 | 5860 | 40.6
final cells by class:
type / count / area [µm²] / share of cell area (%)
repair buffers: 295 / 2950 / 50.4
multi-input cells: 408 / 2680 / 45.7
well taps: 184 / 230 / 3.93
power by group through the flow:
stage | Clock, µW | Combinational [µW] | Sequential [µW]
4_1_cts | 0 | 403 | 0
5_1_grt | 0 | 434 | 0
6_report | 0 | 399 | 0
synth_stat cells, drive strengths merged:
library cell / instances
mux2i: 24
nor2: 26
o21a: 10
a21oi: 105
nand2b: 65
buf: 36
a221oi: 14
clkbuf: 13
and2b: 1
or2: 1
o22ai: 30
a21o: 7
a211o: 5
nor2b: 46
a211oi: 20
o21ai: 5
and2: 1
mux2: 27
nand2: 21
No activity file was given, so power comes from the tool's default toggle rates.
