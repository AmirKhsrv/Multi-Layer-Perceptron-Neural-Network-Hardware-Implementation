File: design/flow/config.mk
export PLATFORM = sky130hd
export DESIGN_NAME = Controller
export DESIGN_NICKNAME = Controller
export VERILOG_FILES = /design/flow/design.v
export SDC_FILE = /design/flow/constraint.sdc
export NUM_CORES = 4
export LEC_CHECK = 1
export CORE_AREA = 10 10 88 88
export DIE_AREA = 0 0 98 98
File: design/flow/constraint.sdc
current_design Controller

set clk_period 1.9
set clk_io_pct 0.2

create_clock -name clk0 -period $clk_period [get_ports {clk}]

set non_clock_inputs [all_inputs -no_clocks]
set_input_delay [expr $clk_period * $clk_io_pct] -clock clk0 $non_clock_inputs
set_output_delay [expr $clk_period * $clk_io_pct] -clock clk0 [all_outputs]
File: design/flow/design.v
module Controller (
	input clk, rst,
	input start,
	output reg finish,
	output reg layer_sel,
	output reg input_en,
	output [2:0] input_sel,
	output pu_res_en1,
	output pu_res_en2,
	output [1:0] pu_res_w_addr,
	output [4:0] addrW1,
	output [2:0] addrW2,
	output [1:0] addrB1,
	output addrB2,
	output treeAdd_bias_sel,
	output pipe_regs_flush,
	input results_ready,
	input mem_ready);
	reg [2:0] ns, ps;
	reg last_neuron_batch;
	reg flush;
	localparam [2:0] Idle = 3'd0, Init = 3'd1, Layer1 = 3'd2, Siwtch = 3'd3, Layer2 = 3'd4, Flush_Compare = 3'd5;
	always@(posedge clk, posedge rst) begin
		if(rst) ps = 3'b000;
		else ps <= ns;
	end
	always@(ps, results_ready, mem_ready, start)begin
		{layer_sel, input_en, flush, finish} = 4'd0;
		case(ps)
			Idle: {finish, input_en} = start ? 2'b01 : 2'b10;
			Init: flush = mem_ready ? 1'b0 : 1'b1;
			Siwtch: {layer_sel, flush} = 2'b11;
			Layer2: layer_sel = 1'b1;
			Flush_Compare: {layer_sel, flush} = 2'b11;
		endcase
	end
	always@(ps, results_ready, mem_ready, start)begin
		ns = Idle;
		case(ps)
			Idle: ns = start ? Init : Idle;
			Init: ns = mem_ready ? Layer1 : Init;
			Layer1: ns = results_ready & last_neuron_batch ? Siwtch : Layer1;
			Siwtch: ns = Layer2;
			Layer2: ns = results_ready & last_neuron_batch ? Flush_Compare : Layer2;
			Flush_Compare: ns = Idle;
		endcase
	end
	wire [2:0] N_P_itr1;
	wire [1:0] B_N_itr1, N_R_addr;
	wire [1:0] N_P_itr2;
	wire B_N_itr2, N_P_co1, B_N_co1, N_P_co2, B_N_co2, N_R_addr_co;
	Counter #(3) neuron_process_iterator1(clk, rst, ~results_ready, 1'b1, flush, 3'd0, N_P_itr1, N_P_co1);
	Counter #(2) batch_neurons_iterator1(clk, rst, N_P_co1, 1'b1, flush, 2'd0, B_N_itr1, B_N_co1);
	Counter #(2) neuron_process_iterator2(clk, rst, ~results_ready, 1'b1, flush, 2'd0, N_P_itr2, N_P_co2);
	Counter #(1) batch_neurons_iterator2(clk, rst, N_P_co2, 1'b1, flush, 1'd0, B_N_itr2, B_N_co2);
	Counter #(2) neurons_res_addr_count(clk, rst, results_ready, 1'b1, flush, 2'd0, N_R_addr, N_R_addr_co);
	assign addrW1 = {B_N_itr1, N_P_itr1};
	assign addrW2 = {B_N_itr2, N_P_itr2};
	assign addrB1 = B_N_itr1;
	assign addrB2 = B_N_itr2;
	assign input_sel = (layer_sel) ? N_P_itr2 : N_P_itr1;
	assign treeAdd_bias_sel = (layer_sel) ? N_P_co2 : N_P_co1;
	assign pipe_regs_flush = flush;
	assign pu_res_w_addr = N_R_addr;
	assign pu_res_en1 = results_ready & ~layer_sel;
	assign pu_res_en2 = results_ready & layer_sel;
	always @(posedge clk, posedge rst) begin
		if(rst) last_neuron_batch <= 1'b0;
		else if(flush) last_neuron_batch <= 1'b0;
		else if((B_N_co1 & ~layer_sel | B_N_co2 & layer_sel) & results_ready) last_neuron_batch <= 1'b1;
	end
endmodule
module Counter #(parameter N=8) (clk, rst, enable, mode, load_en, PL, Q, c_out);
    input clk, rst, load_en, mode, enable;
    input [N-1:0] PL;
    output reg [N-1:0] Q;
    output c_out;
    always @(posedge clk, posedge rst) begin
        if(rst) Q <= N'('d0);
        else if(load_en) Q <= PL;
        else if(enable) Q <= (mode) ? Q + N'('d1) : Q - N'('d1);
    end
    assign c_out = &Q;
endmodule
File: design/flow/run.sh
#!/bin/bash
# OpenROAD 26Q1-2900-gdf79404cd8, Yosys 0.63+post, stock flow scripts
make -C /OpenROAD-flow-scripts/flow DESIGN_CONFIG=/design/flow/config.mk WORK_HOME=/design/flow/orfs finish
==> metrics.yaml <==
path_buffers: 1
post_synth_ao_oa_area_fraction_pct: 4.13
top_cells_by_area: "dfrtp_1, nand2_1, ha_1"
final_core_util_pct: 22.1
path_cells: "nor2b_2, clkdlybuf4s50_1"
min_delay_path_depth: 3
log.warning_count: 26
die_y_um: 98
outcome: "complete, no violations"
area_delta_synth_final_pct: 60.1
fin_area_um2: 1310
min_to: "ps[3]"
grt_start_max_net_pins: 18
critPathArrivalTime_ns: 1.40
grt_pass1_wl_mm: 3.43
synth.top_cell.area_share_pct: 48.9
end_kind: "output port"
routed_via_density: 3.42
worstReg2RegStart: "ps[5]"
clkTransAtPathRegs_ns: 0.06
path_delay_family: "flip-flops"
pin_count: 28
ys.warnings.count: 4
num_rows: 28
synth_area_um2: 818
drtIter0Drc: 14
grt_pass1_vias: 652
hold_path_class: "primary input to register"
cts_tree: "built"
cp-start-kind: "register"
antenna_found_initial: 0
yosysSeqAreaShare_pct: 52.1
die_w_um: 98
critPathMaxFanout: 2
power_density_nw_per_um2: 1190
drtPass1Iterations: 4
placed_cell_area_um2: 1190
mux_area_share_pct: 4.89
ys_sh_simple_pct: 20.9
max-vdd-ir-drop_mv: 0.418
port_buffers: 27
grt_overflow: 0
worstPathRequired_ns: 1.52
clk_path_buf_depth: 2
leakagePower_nw: 0.707
drive_above_1_share_pct: 23.3
cts_buffers: 3
cp.depth: 2
ant_nets: 0
finalNonFillerCells: 191
hpwl_mm: 1.65
worst_path_max_delay_cell: "dfstp_2"
cts_max_level: 1
wirelength_mm: 2.08
regToRegEndpoint: "last_neuron_batch"
synth-adder-area-share_pct: 6.12
worstHoldStart: "start"
power_mw: 1.56
worst-setup-path-type: "register to output port"
fin_crit_ns: 1.78
place.gp.congestion: 0.744
cts.sinks: 17
slew_headroom_pct: 85.7
cap_viol_max_count: 0
xor_area_share_pct: 6.42
yosysCellCount: 79
coreArea_um2: 5920
n_antenna_cell: 0
chipArea_um2: 9600
wl_per_cell_um: 10.9
fin_hold_ws_ns: 0.435
syn_avg_cell_area_um2: 10.4
tightest_slew_ns: 0.215
fin_skew_ns: 0.00193
vias: 654
report.final.slew_viol_count: 0
cp_slowest_stage_delay_ns: 0.53
fmax_mhz: 561
r2r_cells: 4
fp_util_pct: 13.8
ys.flops: 17
reg2reg_slack_ns: 0.78
synthCells: 79
synth_cell_type_count: 21
dp_worst_setup_slack_ns: -0.0577
rsz0062_at_grt: "no"
hold_viol: 0
fin_ws_ns: 0.118
largest_area_cell: "dfrtp_1"
tns_ns: 0
grtUsageTotal_pct: 4.27
ys_top_logic_family: "simple AND/OR/NAND/NOR gates"
finalClockPeriodUsage_pct: 93.8
dp_cells: 181
synth_chip_area_um2: 818
setup_violations: 0
insertion_delay_ns: 0.24
clockRootBuffer: "clkbuf_8"
drc: 0
[cells in the mapped netlist]
| cell | number |
|---|---|
| nor2b_1 | 1 |
| inv_1 | 3 |
| buf_2 | 2 |
| or2_2 | 1 |
| and2_2 | 3 |
| a22o_1 | 1 |
| a211oi_2 | 1 |
| ha_1 | 4 |
| a21oi_1 | 1 |
| nand2b_1 | 1 |
| mux2i_1 | 4 |
| xor2_1 | 3 |
| and3_1 | 2 |
| buf_4 | 3 |
| nand2_1 | 15 |
| xnor2_1 | 3 |
| nor3_4 | 1 |
| a21o_1 | 1 |
| dfstp_2 | 1 |
| dfrtp_1 | 16 |
| nor2_1 | 12 |
[report_power, final]
part / internal [mW] / switching, mW
sequential: 0.486 / 0.120
combinational: 0.486 / 0.204
clock: 0.148 / 0.112
total: 1.12 / 0.436
[sequential cells by signal, indices dropped and copies added (netlist names)]
register                    flops
ps                              6
neuron_process_iterator1.Q      3
batch_neurons_iterator1.Q       2
neuron_process_iterator2.Q      2
neurons_res_addr_count.Q        2
batch_neurons_iterator2.Q       1
last_neuron_batch               1
[cell usage in the layout (no fill, tap or decap)]
cell / Yosys / layout
clkdlybuf4s50_1: 0 / 18
dfrtp_1: 16 / 16
nand2_1: 15 / 14
nor2_1: 12 / 12
buf_4: 3 / 11
dlymetal6s2s_1: 0 / 7
mux2i_1: 4 / 4
xor2_1: 3 / 3
xnor2_1: 3 / 3
and2_2: 3 / 3
ha_1: 4 / 3
clkbuf_8: 0 / 3
inv_1: 3 / 2
and3_1: 2 / 2
nand2b_4: 0 / 1
nor3_4: 1 / 1
inv_2: 0 / 1
a21oi_1: 1 / 1
a211oi_2: 1 / 1
nor2b_2: 0 / 1
nand2_2: 0 / 1
or2_2: 1 / 1
a21o_1: 1 / 1
a22o_1: 1 / 1
ha_2: 0 / 1
clkbuf_1: 0 / 1
dlygate4sd2_1: 0 / 1
buf_6: 0 / 1
dfstp_2: 1 / 1
[worst max path at each step]
stage	start	slack, ns	to
CTS	ps[4]	-0.10	input_sel[2]
global route	ps[0]	0.04	finish
finish	ps[0]	0.12	finish
[cell type report]
| type | count | area (um2) |
|---|---|---|
| Clock buffer | 4 | 45.0 |
| Fill cell | 623 | 4610 |
| Tap cell | 75 | 93.8 |
| Inverter | 3 | 11.3 |
| Timing Repair Buffer | 38 | 370 |
| Multi-Input combinational cell | 54 | 363 |
| Sequential cell | 17 | 427 |
[worst min-delay path: stages]
cell and delay (ns):
dlymetal6s2s_1 0.13, nand2_2 0.08, nand2_1 0.06
[per-layer routing]
metal | vias to the layer above | global-route usage, % | part of all wire [%]
li1 | 321 | - | -
met1 | 312 | 5.38 | 46
met2 | 19 | 6.50 | 44
met3 | 2 | 2.42 | 9.0
met4 | 0 | 0.336 | 0.67
met5 | - | 0 | 0
[cell families after synthesis]
| group | Yosys count |
|---|---|
| adders and majority gates | 4 |
| buffers and inverters | 8 |
| DFF | 17 |
| and+or+nand+nor | 36 |
| muxes | 4 |
| AOI/OAI and AO/OA | 4 |
| xor gates and xnor gates | 6 |
[timing repair]
item / in CTS / in global routing
pin swaps: 0 / 1
hold buffers: 0 / 0
endpoints found under the setup margin: 7 / 8
gates resized: 3 / 12
buffers inserted: 3 / 3
